==> flow/design.v <==
`timescale 1ns / 1ps
module SPI_slave1(clk, SCK, MOSI, pk_dtc_flag, data_8bit, MISO, SSEL, LED, byte_received);
input clk;
input SCK, SSEL, MOSI;
input pk_dtc_flag;
input [7:0]data_8bit;
output wire MISO;
output [7:0]LED;
output reg byte_received;   
reg [2:0] SCKr;  always @(posedge clk) SCKr <= {SCKr[1:0], SCK};
wire SCK_risingedge = (SCKr[2:1]==2'b01);   
wire SCK_fallingedge = (SCKr[2:1]==2'b10);   
wire SSEL_active, SSEL_startmessage, SSEL_endmessage;
reg [2:0] SSELr;  always @(posedge clk) SSELr <= {SSELr[1:0], SSEL};
assign SSEL_active = ~SSELr[1];   
assign SSEL_startmessage = (SSELr[2:1]==2'b10);   
assign SSEL_endmessage = (SSELr[2:1]==2'b01);   
reg [1:0] MOSIr;  always @(posedge clk) MOSIr <= {MOSIr[0], MOSI};
wire MOSI_data = MOSIr[1];
reg [2:0] bitcnt;
reg [7:0] byte_data_received;
always @(posedge clk)
begin
  if(~SSEL_active)
    bitcnt <= 3'b000;
  else
  if(SCK_risingedge)
  begin
    bitcnt <= bitcnt + 3'b001;
    byte_data_received <= {byte_data_received[6:0], MOSI_data};
  end
end
always @(posedge clk) byte_received <= SSEL_active && SCK_risingedge && (bitcnt==3'b111);
reg [7:0]LED;
always @(posedge clk) if(byte_received) LED <= byte_data_received;
reg [7:0] byte_data_sent=8'd0;
reg [7:0] cnt = 8'b11001000; 
always @(posedge clk)
if(SSEL_active)
begin
  if(SCK_fallingedge)
  begin
    if(bitcnt==3'b000) 
    begin
    if(pk_dtc_flag)
                begin
                byte_data_sent <= data_8bit;          
                end
                else 
                byte_data_sent <= cnt; 
    end
    else
      byte_data_sent <= {byte_data_sent[6:0], 1'b0};
  end
end
assign MISO = byte_data_sent[7];   
endmodule
==> flow/run.sh <==
#!/bin/bash
# OpenROAD 26Q1-2900-gdf79404cd8, Yosys 0.63+post, stock flow scripts
make -C /OpenROAD-flow-scripts/flow DESIGN_CONFIG=/design/flow/config.mk WORK_HOME=/design/flow/orfs finish
==> flow/config.mk <==
export PLATFORM = sky130hd
export DESIGN_NAME = SPI_slave1
export DESIGN_NICKNAME = SPI_slave1
export VERILOG_FILES = /design/flow/design.v
export SDC_FILE = /design/flow/constraint.sdc
export NUM_CORES = 4
export LEC_CHECK = 1
export CORE_AREA = 10 10 101 101
export DIE_AREA = 0 0 111 111
==> flow/constraint.sdc <==
current_design SPI_slave1

set clk_period 1.8
set clk_io_pct 0.2

create_clock -name clk0 -period $clk_period [get_ports {clk}]

set non_clock_inputs [all_inputs -no_clocks]
set_input_delay [expr $clk_period * $clk_io_pct] -clock clk0 $non_clock_inputs
set_output_delay [expr $clk_period * $clk_io_pct] -clock clk0 [all_outputs]
==> impl_metrics.toml <==
# generated from flow reports
[run]
max_cap_viol_count = 0
warning_count = 26

[yosys]
synth_cell_types = 19
synth-seq-cells = 35
topCellsByArea = "edfxtp_1 (58%), dfxtp_1 (18%), mux2_4 (3.6%), mux2i_1 (3.2%), ha_1 (3.0%)"
ys_cells = 75
synth_area_um2 = 1250
top_cells_by_count = "edfxtp_1 (24), dfxtp_1 (11), inv_1 (6)"
ys_warn_count = 1
ys_dominant_reg_cell = "edfxtp_1"
synth_seq_share = 0.753
yosysTopAreaCellShare = 0.577
ys_area_um2 = 1250
most_common_cell = "edfxtp_1"
yosys.area.top_type = "edfxtp_1"
syn_area_per_cell_um2 = 16.7
synthArstFlopShare = 0
syn_inst = 75
synth-edff-count = 24

[setup_path]
arrival_ns = 1.65
crit_start = "bitcnt[0]$_SDFFE_PP0N_"
critical_path.max_fanout = 6
reg2reg_to = "byte_data_sent[7]$_DFFE_PP_"
path_class = "reg2reg"
worst_path_max_delay_cell = "nor2b_1"
path_cells = "inv_1 > ha_1 > nor2b_1 > mux2_4"
r2r_start = "bitcnt[0]$_SDFFE_PP0N_"
r2r_cells = 4
endpoint = "byte_data_sent[7]$_DFFE_PP_"
endpoint_kind = "flip-flop"
crit_path_max_incr_delay_ns = 0.51
worstPathRequired_ns = 1.83
start_kind = "flip-flop"
regToRegSetupSlack_ns = 0.18

[die]
io_pins = 23
die_area_um2 = 12300
dieHeight_um = 111
core_um2 = 8130
placementRows = 33
die_x_um = 111
fp-utilization = 0.154

[route]
wl_mm = 2.00
vias_per_cell = 3.04
drtPass1Iterations = 4
vias = 644
drc = 0
num_antenna_cells = 0
wl_per_cell_um = 9.45
postRouteAntennaNets = 0
drt_iter0_drc = 40

[final_layout]
fill_cells = 844
area_growth_pct = 39.8
drive_gt1_frac = 0.140

[clock_tree]
clock-root-buffer = "clkbuf_8"
cts_buffer_depth = 2
cts_tree = "yes"
cts_buffers = 5
cts_setup_buffers = 0
cts_hold_buf = 0
clk_pin_slew_ns = 0.07
cts_resized = 0
clock_latency_ns = 0.28
clock_sink_count = 35
h-tree-depth = 2

[grt]
grtUsageTotal = 0.0322
overflow = 0
grt_pass1_vias = 645
grt_max_degree = 12
grt_pass1_wl_mm = 3.26
antenna_found_initial = 0

[placement]
dp_hpwl_mm = 1.50
port_buffers = 22
dp_slack_ns = 0.178
finalWeightedCongestion = 0.720

[sta]
period_minus_slack_ns = 1.62
fin_crit_sh = 0.899
tns_ns = 0
worst_slack_ns = 0.181
max_freq_mhz = 618
slew_headroom = 0.582
hold_violations = 0
rsz0062_at_grt = "false"
finalSetupViolCount = 0
hold_ws_ns = 0.327
maxSlewViolCount = 0
skew_ns = 0.00671
worst_slew_pin_slew_ns = 0.625

[run_status]
status = "completed"

[power]
cellLeakagePower_uw = 0.000651
ir_worst_vdd_mv = 0.355
total_power_uw = 1800
power_density_nw_per_um2 = 1030

[worst_hold_path]
hp-class = "reg2reg"
worst max-delay path: cells and delay by family, from the launching register on:
kind	cells	cell delay, ns
adders and majority gates	1	0.12
buffers and inverters	1	0.06
and+or+nand+nor	1	0.51
DFF	1	0.33
muxes	1	0.34
per-layer routing:
layer / GRT usage / vias up / part of all wire
met5: 0 / - / 0
met4: 0.00608 / 0 / 0.014
met3: 0.0186 / 5 / 0.096
met2: 0.0452 / 20 / 0.44
met1: 0.0426 / 295 / 0.44
li1: - / 324 / -
where the power goes:
group,internal [uW],total [uW],switching (uW)
registers,882,895,12.6
logic,60.7,92.5,31.9
clock network,553,813,259
cell families (layout without fill, tap and decap cells):
kind of cell               count (synthesis)  count (layout)  share of synthesized area
AOI/OAI and AO/OA                          2               2                     0.0100
adders and majority gates                  3               3                     0.0300
buffers and inverters                      8              40                     0.0310
and+or+nand+nor                           19              19                     0.0991
DFF                                       35              35                      0.753
muxes                                      8               8                     0.0771
sequential cells by signal (all words and copies together), names as in the netlist:
signal	count
byte_received	1
byte_data_sent	8
LED	8
SSELr	2
byte_data_received	8
SCKr	3
bitcnt	3
MOSIr	2
per-stage QoR:
stage,cells,area [um2],util
6_report,212,1750,0.215
5_1_grt,212,1750,0.215
4_1_cts,212,1750,0.215
3_5_place_dp,204,1620,0.199
3_3_place_gp,204,1620,0.199
2_1_floorplan,75,1250,-
placed cells by master (no fill, tap or decap), types with 2 or more instances in the layout:
cell	synthesis	final
edfxtp_1	24	24
clkdlybuf4s50_1	0	22
dfxtp_1	11	11
inv_1	6	6
nand2b_1	5	5
clkbuf_8	0	5
nand2_1	4	4
mux2i_1	4	4
buf_4	0	4
mux2_4	3	3
ha_1	3	3
nor2b_1	2	2
nor3b_1	2	2
nor2_1	2	2
nand4bb_1	2	2
bufinv_16	0	2
final cells by class:
type	instances	area, um2	area share
sequential	35	941	0.538
multi-input combinational	32	270	0.155
timing repair buffer	26	250	0.143
tap	105	131	0.0752
clock buffer	6	72.6	0.0415
clock inverter	2	60.1	0.0344
inverter	6	22.5	0.0129
how the worst min path moves through the flow:
stage | cells past startpoint | end | start | slack (ns)
final | 0 | MOSIr[1]$_DFF_P_ | MOSIr[0]$_DFF_P_ | 0.33
after CTS | 0 | MOSIr[1]$_DFF_P_ | MOSIr[0]$_DFF_P_ | 0.33
after global routing | 0 | MOSIr[1]$_DFF_P_ | MOSIr[0]$_DFF_P_ | 0.35
Power and IR drop assume default switching activity.
